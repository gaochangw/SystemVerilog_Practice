===== ./config.mk =====
export PLATFORM = sky130hd
export DESIGN_NAME = ram_sp
export DESIGN_NICKNAME = ram_sp
export VERILOG_FILES = /design/flow/design.v
export SDC_FILE = /design/flow/constraint.sdc
export NUM_CORES = 4
export LEC_CHECK = 1
export CORE_UTILIZATION = 40

===== ./constraint.sdc =====
current_design ram_sp

set clk_period 19.9
set clk_io_pct 0.2

create_clock -name clk0 -period $clk_period [get_ports {clk}]

set non_clock_inputs [all_inputs -no_clocks]
set_input_delay [expr $clk_period * $clk_io_pct] -clock clk0 $non_clock_inputs
set_output_delay [expr $clk_period * $clk_io_pct] -clock clk0 [all_outputs]

===== ./run.sh =====
#!/bin/bash
# OpenROAD 26Q1-2900-gdf79404cd8, Yosys 0.63+post, stock flow scripts
make -C /OpenROAD-flow-scripts/flow DESIGN_CONFIG=/design/flow/config.mk WORK_HOME=/design/flow/orfs finish

===== ./design.v =====
module ram_sp #(
  parameter WIDTH = 8,
  parameter DEPTH = 256
) (
    input wire                     clk,
    input wire [WIDTH-1:0]         din,
    input wire [$clog2(DEPTH)-1:0] addr,
    input wire                     cen,   
    input wire                     wen,   
    output reg [WIDTH-1:0]         dout
);
    reg [WIDTH-1:0] mem [DEPTH-1:0];
    always @(posedge clk) begin
        if (!cen) begin
            if (!wen) begin
                mem[addr] <= din;
            end else begin
                dout <= mem[addr];
            end
        end
    end
endmodule

==> Slide: Implementation Results <==
Flow Results at a Glance

Floorplanning
  – # IOs: 27
  – Core area: ~0.2 mm^2
  – Chip Area: 0.198 mm^2
  – Core Util at FP: between 40% and 50%
  – Die Height: 445 um
  – Die W: around 440 um
  – Cell row count: 162

Synth
  – Mapped Cells: approximately 3500
  – Dominant register cell: edfxtp_1
  – FFs w/ async S/R, synth: 0%
  – # Cells Yosys: 3525
  – Post-synth EDFFs: 2056
  – Adder-cell area share of the yosys netlist: 0%
  – Synthesized area: approximately 0.078 mm^2
  – Commonest cells in the synthesized netlist: edfxtp_1 (2056), mux4_2 (512), nor2_1 (259)
  – Synth flops: 2056
  – Mux area share: 14.7%
  – Most area-hungry cell type in the Yosys netlist: edfxtp_1
  – Biggest area cells: edfxtp_1 (79%), mux4_2 (15%), a22oi_1 (2.5%)
  – Yosys stat area: 0.0784 mm^2
  – XOR-XNOR Cells, Area Fraction: 0%
  – Post-synth top area share: roughly 80%
  – Yosys aoi share: between 3 and 4%
  – Top comb family, area: multiplexers
  – Synth Area per Inst: 22.2 um^2
  – Yosys warning total: 1
  – Register share after synthesis: between 70 and 80%
  – Synth cell types: 21
  – Simple-Gate Area Share: 1.61%
  – Most frequent cell after synthesis: edfxtp_1

Worst setup path
  – CP endpoint: dout[5]
  – Worst path buffer plus inverter count: 7
  – Max stage delay cell, worst path: buf_4
  – Reg-to-Reg End: dout[1]
  – Kind of critical path: in -> reg
  – Reg2reg start: mem[239][1]
  – Reg2reg path depth: 5
  – Worst path max stage delay: 0.69 ns
  – CP Depth: 12
  – Critical path's most frequent cell: buf_4
  – Critical path peak fanout: approximately 64
  – CP top delay family: buffers and inverters
  – Crit path launch type: input pin
  – Worst-path cell chain: buf_8 > buf_4 > buf_4 > buf_4 > buf_12 > buf_4 > mux4_2 > a22oi_1 > a21oi_1 > o41ai_1 > buf_4 > nand4_1
  – Crit. End Element: register
  – Crit path DAT: around 9.5 ns
  – Crit path DRT: about 20 ns
  – R2R Setup Slk: 17.07 ns
  – Crit path launch: addr[0]

STA
  – Final min period: 8.93 ns
  – Final Hold Fails: 0
  – Max Clock Freq: ~110 MHz
  – Slew @ Worst Pin: ~1.2 ns
  – Max-slew violation count: 0
  – Post-route setup slack: 10.97 ns
  – Worst clock skew: ~0.050 ns
  – Finish-stage setup viols: 0
  – Setup_tns: 0 ns
  – RSZ-0062 raised after global routing: no
  – Worst slew margin: 21.1%
  – Post-layout period usage: 44.9%

CTS
  – Clk sinks: between 2000 and 2500
  – Root buffer cell: clkbuf_16
  – CTS tree: done
  – CTS resizes: 0
  – Reg clk slew, reported paths: 0.06 ns
  – Post CTS Setup Buffer Count: 0
  – Num CTS Buffers: 203
  – Clk latency late pin: just over 0.8 ns
  – Clk buf depth: 3
  – Cts hold-fix bufs: 0
  – H-Tree Depth: 4

Routing
  – Initial DRC count: 2571
  – DR vias/cell: 5.65
  – Routed wire length per instance: 29.1 um
  – Via Count: 36700
  – WL final: 189 mm
  – DRC violations left: 0
  – Met2 WL: roughly 90 mm
  – Post-route ant nets: 0
  – TritonRoute pass-1 iters: 5
  – Met3 routed wirelength: about 31 mm
  – Met1 WL: between 60 and 70 mm
  – Top sig layer: met5

Flow run
  – Maxcap violations: 0
  – Tool Warnings: 32

Power
  – Total power: 8.79 mW
  – Pwr Density: 99.0 mW/mm^2
  – Peak VDD IR: 0.0000946 V
  – Leakage: approximately 27 nW

Global route
  – First-pass GRT wire length: 277 mm
  – Initial antenna violation count: 6
  – Largest net degree at the start of global routing: 120
  – GR Overflow Total: 0
  – Vias in the first global route: 40600
  – Total track usage: between 20% and 30%

Place
  – Post-Place Setup Slack: around 10 ns
  – HPWL after DPL: 111 mm
  – Routability Congestion: 0.869
  – IO buf count: 26

Finish
  – Syn-to-layout area delta: 13.3%
  – Share of cells above drive strength 1: 25.7%
  – Fillers: 15800

Hold path
  – Hold Crit Class: reg -> reg

Outcome
  – Outcome: complete, no violations
## placed cells by master, fill, tap and decap left out, types with 8 or more instances in the layout
cell and count:
a21oi_1 128, a22oi_1 256, buf_4 170, buf_8 10, bufinv_16 12, clkbuf_1 46, clkbuf_16 204, clkdlybuf4s50_1 16
clkinv_1 60, clkinv_2 33, edfxtp_1 2056, mux4_2 512, nand2_1 13, nand2_2 16, nand4_1 8, nor2_1 258
o41ai_1 24, o41ai_2 8
## cells by family (layout without fill, tap and decap cells)
| group | after synthesis | count (layout) |
|---|---|---|
| buffers and inverters | 225 | 575 |
| and+or+nand+nor | 316 | 316 |
| other | 0 | 4 |
| AOI/OAI and AO/OA | 416 | 416 |
| muxes | 512 | 512 |
| DFF | 2056 | 2056 |
## worst min-delay path, cell delays in order, from the launching register on
cell	delay, ns
edfxtp_1	0.31
mux4_2	0.23
a22oi_1	0.08
a21oi_1	0.13
o41ai_1	0.10
nand4_1	0.09
## registers in the layout (all words and copies together), names as in the netlist
name / flops
mem: 2048
dout: 8
## layer usage
metal	global-route usage (%)	up-vias
met2	31.3	2173
li1	-	15400
met3	15.7	337
met5	1.32	-
met4	5.10	13
met1	26.8	18800
## worst min-delay path by stage
stage	slack [ns]	depth (start not counted)	to	from
CTS	1.05	5	dout[2]	mem[27][2]
finish	1.05	5	dout[2]	mem[27][2]
global route	1.09	5	dout[2]	mem[27][2]
## stage by stage
step / std cells / util, % / cell area (um^2) / hold slack, ns
2_1_floorplan: 3525 / - / 78400 / 0.896
3_3_place_gp: 6122 / 42.3 / 82400 / 1.05
3_5_place_dp: 6125 / 42.3 / 82500 / 1.05
4_1_cts: 6499 / 45.6 / 88800 / 1.05
5_1_grt: 6501 / 45.6 / 88800 / 1.09
6_report: 6503 / 45.6 / 88800 / 1.05
## layout make-up
| type | count | area, um^2 | share of cell area, % |
|---|---|---|---|
| flip-flops and latches | 2056 | 61700 | 69.5 |
| well taps | 2624 | 3280 | 3.70 |
| multi-input cells | 1244 | 15800 | 17.8 |
| clock buffers | 250 | 5280 | 5.94 |
| repair buffers | 201 | 1690 | 1.90 |
| diodes | 4 | 10.0 | 0.0113 |
| clock inverters | 124 | 1060 | 1.19 |
## where the power goes
group	leakage (nW)	internal [mW]	switching, mW
registers	18.5	4.77	0.00384
logic	5.21	0.133	0.246
clock network	3.09	2.04	1.60
Power figures rest on the tool's default switching activity, not on a simulated workload.
